==> flow/design.v <==
module alu #(
    parameter INST_W = 4,
    parameter INT_W  = 6,
    parameter FRAC_W = 10,
    parameter DATA_W = INT_W + FRAC_W
)(
    input                      i_clk,
    input                      i_rst_n,
    input                      i_in_valid,
    output                     o_busy,
    input         [INST_W-1:0] i_inst,
    input  signed [DATA_W-1:0] i_data_a,
    input  signed [DATA_W-1:0] i_data_b,
    output                     o_out_valid,
    output        [DATA_W-1:0] o_data
);
	localparam I_ADD = 4'b0000;
	localparam I_SUB = 4'b0001;
	localparam I_MUL = 4'b0010;
	localparam I_ACC = 4'b0011;
	localparam I_SOFT = 4'b0100;
	localparam I_XOR = 4'b0101;
	localparam I_ARS = 4'b0110;
	localparam I_LR = 4'b0111;
	localparam I_CLZ = 4'b1000;
	localparam I_RM4 = 4'b1001;
	localparam S_IDLE = 2'b00;
	localparam S_OUT = 2'b10;
	localparam S_PROC = 2'b01;
	localparam POS_MAX = {{1'b0}, {(DATA_W-1){1'b1}}};
	localparam NEG_MAX = {{1'b1}, {(DATA_W-1){1'b0}}};
	localparam ONE_THIRD = 16'b1010101010101011;
	localparam ONE_NINTH = 16'b1110001110001111;
	localparam NEG_ONE = 14'sb11_1100_0000_0000;
	localparam NEG_TWO = 14'sb11_1000_0000_0000;
	localparam NEG_THREE = 14'sb11_0100_0000_0000;
	localparam TWO = 14'sb00_1000_0000_0000;
	localparam FIVE = 16'sb0001_0100_0000_0000;
	parameter ACC_SIZE = 20;
	reg [INST_W-1:0] inst;
	reg signed [DATA_W-1:0] data_a, data_b;
	reg signed [2*DATA_W-1:0] o_data_nxt, o_data_reg, o_data_tmp, data_comp;
	reg [1:0] state, state_nxt;
	reg outflag;
	reg signed [ACC_SIZE-1:0] data_acc [0:15];
	reg signed [ACC_SIZE:0] data_acc_nxt;
	reg [4:0] shift_amount;
	assign o_data = o_data_reg[DATA_W-1:0];
	assign o_busy = (state != S_IDLE);
	assign o_out_valid = (state == S_OUT);
	always @(*) begin
		state_nxt = state;
		case(state)
			S_IDLE: begin
				if(i_in_valid)
					state_nxt = S_PROC;
			end
			S_OUT: state_nxt = S_IDLE;
			S_PROC: state_nxt = S_OUT;
		endcase
	end
	integer j;
	always @(*) begin
		o_data_nxt = o_data_reg;
		o_data_tmp = 0;
		data_acc_nxt = data_acc[data_a[3:0]];
		shift_amount = 0;
		if(state == S_PROC || state == S_IDLE || state == S_OUT) begin
			case(inst)
				I_ADD: begin
					o_data_nxt = data_a + data_b;
					if((data_a[DATA_W-1] == data_b[DATA_W-1]) && data_a[DATA_W-1] != o_data_nxt[DATA_W-1]) begin
						if(data_a[DATA_W-1] == 1'b0)	 
							o_data_nxt = POS_MAX;
						else	 
							o_data_nxt = NEG_MAX;
					end
				end
				I_SUB: begin
					o_data_nxt = data_a - data_b;
					if((data_a[DATA_W-1] != data_b[DATA_W-1]) && data_a[DATA_W-1] != o_data_nxt[DATA_W-1]) begin
						if(data_a[DATA_W-1] == 1'b0)	 
							o_data_nxt = POS_MAX;
						else	 
							o_data_nxt = NEG_MAX;
					end
				end
				I_MUL: begin
					o_data_tmp = data_a*data_b;
					o_data_nxt = $signed( o_data_tmp+ 10'b10_0000_0000 ) >>> FRAC_W;	 
					if(o_data_nxt > $signed(POS_MAX))
						o_data_nxt = POS_MAX;
					else if(o_data_nxt < $signed(NEG_MAX))
						o_data_nxt = NEG_MAX;
				end
				I_ACC: begin
					data_acc_nxt = data_acc[data_a[3:0]] + data_b;
					o_data_nxt = data_acc_nxt;
					if(o_data_nxt > $signed(POS_MAX))
						o_data_nxt = POS_MAX;
					else if(o_data_nxt < $signed(NEG_MAX))
						o_data_nxt = NEG_MAX;
				end
				I_SOFT: begin
					if(data_a >= TWO) begin
						o_data_nxt = data_a;
					end
					else if (data_a <= NEG_THREE) begin
						o_data_nxt = 0;
					end
					else begin
						if (data_a[DATA_W-1] == 1'b0 ) begin	 
							o_data_tmp = $unsigned((data_a << 1) + TWO)*(ONE_THIRD);
							shift_amount = 17;
						end
						else if (data_a >= NEG_ONE) begin
							o_data_tmp = $unsigned(data_a + TWO)*(ONE_THIRD);
							shift_amount = 17;
						end
						else if (data_a >= NEG_TWO) begin
							o_data_tmp = $unsigned((data_a << 1) + FIVE)*(ONE_NINTH);
							shift_amount = 19;
						end
						else begin  
							o_data_tmp = $unsigned(data_a + 16'sb0000_1100_0000_0000)*(ONE_NINTH);
							shift_amount = 19;
						end
						o_data_nxt = $signed(o_data_tmp + {20'b1 << (shift_amount-1)}) >>> shift_amount;
						if(o_data_nxt > $signed(POS_MAX))
							o_data_nxt = POS_MAX;
						else if(o_data_nxt < $signed(NEG_MAX))
							o_data_nxt = NEG_MAX;
					end
				end
				I_XOR: begin
					o_data_nxt = data_a ^ data_b;
				end
				I_ARS: begin
					o_data_nxt = data_a >>> $unsigned(data_b);
				end
				I_LR: begin
					o_data_tmp = {data_a, data_a}; 
					o_data_nxt = o_data_tmp[2*DATA_W-1-(data_b[4:0]) -: DATA_W];
				end
				I_CLZ: begin
					o_data_tmp = -1;
					for (j=0; j<DATA_W; j=j+1) begin
						if(data_a[j] != 1'b0)
							o_data_tmp = j;
					end
					o_data_nxt = (DATA_W-1) - o_data_tmp;
				end
				I_RM4: begin
					for (j=0; j<=12; j=j+1) begin
						o_data_nxt[j] = (data_a[j+3-:4] == data_b[15-j-:4]);
					end
					o_data_nxt[15:13] = 3'b000;
				end
			endcase
		end
	end
	integer i;
	always @(posedge i_clk or negedge i_rst_n) begin
		if(!i_rst_n) begin
			o_data_reg <= 0;
			data_a <= 0;
			data_b <= 0;
			state <= S_IDLE;
			inst <= 0;
			for(i=0; i<16; i=i+1) begin
				data_acc[i] <= 21'b0;
			end
		end
		else begin
			if(i_in_valid) begin
				data_a <= i_data_a;
				data_b <= i_data_b;
				inst <= i_inst;
			end
			o_data_reg <= o_data_nxt;
			state <= state_nxt;
			if(inst == I_ACC && state == S_PROC) begin
				data_acc[data_a[3:0]] <= data_acc_nxt[ACC_SIZE-1:0];
			end
		end
	end
endmodule
==> flow/run.sh <==
#!/bin/bash
# OpenROAD 26Q1-2900-gdf79404cd8, Yosys 0.63+post, stock flow scripts
make -C /OpenROAD-flow-scripts/flow DESIGN_CONFIG=/design/flow/config.mk WORK_HOME=/design/flow/orfs finish
==> flow/config.mk <==
export PLATFORM = sky130hd
export DESIGN_NAME = alu
export DESIGN_NICKNAME = alu
export VERILOG_FILES = /design/flow/design.v
export SDC_FILE = /design/flow/constraint.sdc
export NUM_CORES = 4
export LEC_CHECK = 1
export CORE_UTILIZATION = 40
export SYNTH_HDL_FRONTEND = slang
==> flow/constraint.sdc <==
current_design alu

set clk_period 21.1
set clk_io_pct 0.2

create_clock -name clk0 -period $clk_period [get_ports {i_clk}]

set non_clock_inputs [all_inputs -no_clocks]
set_input_delay [expr $clk_period * $clk_io_pct] -clock clk0 $non_clock_inputs
set_output_delay [expr $clk_period * $clk_io_pct] -clock clk0 [all_outputs]
==> results.cfg <==
; synthesis and place-and-route metrics
[status]
outcome = finished clean

[sta]
finalCritPeriodShare_pct = 44.1
hold-worst-slack_ns = 0.477
max_slew.worst_pin.slew_ns = 1.12
slew_headroom_pct = 24.4
max_freq_mhz = 107
hold_viol_final = 0
worst_slack_ns = 11.79
period_needed_ns = 9.31
drv_slew = 0
rsz0062_at_grt = no
setup_viol_count_final = 0
tns_ns = 0
clock_skew_ns = 0.0211

[floorplanning]
die_h_um = 349
die_w_um = 349
coreArea_mm2 = 0.119
initCoreUtil_pct = 40.5
io_pins = 57
dieArea_mm2 = 0.122
rows = 126

[cts]
numCtsBuffers = 42
clock_path_buffers = 3
cts_setup_buffers = 0
clock-sinks = 374
clockRootBuffer = clkbuf_16
post_cts_resize_count = 0
cts_tree = yes
cts.clk_slew.worst_paths_ns = 0.06
postCtsHoldBufs = 0
clk_latency_ns = 0.59
htree_levels = 2

[routing]
via_count = 38100
dr.pass1.iters = 5
vias_per_cell = 5.61
drc = 0
antenna_left = 0
wirelength_um = 161000
drtIter0Drc = 2520
wl_per_cell_um = 23.7

[worst_setup_path]
critPathMaxStageDelay_ns = 0.86
worstSetupEndpointType = flop
worstPathMaxFanout = 34
worst-path-buf-inv = 7
path_class = flop to flop
worst_path_max_delay_cell = fa_1
critical_path_arrival_ns = 9.75
cp_top_family = adder cells
crit_top_cell = fa_1
cp-start-kind = flop
worstPathRequired_ns = 21.54

[logic_synthesis]
edf_count = 0
syn_area_per_cell_um2 = 9.28
synth_flops = 374
synth_async_sr_flop_share_pct = 100
synth_cell_types = 91
postSynthSeqShare_pct = 19.5
synth_area_mm2 = 0.0481
yosys_cells = 5185
yosys_area_mm2 = 0.0481
ys_warn_count = 0
flop_cell = dfrtp_1
syn_inst = 5185

[grt]
grt_pass1_vias = 39100
grt_pass1_wl_um = 247000
antenna_found_initial = 2
overflow = 0
track_usage_pct = 28.5
grt_max_degree = 130

[cells_and_area]
area_growth_syn_to_layout_pct = 8.52
fillerInstances = 11300
final_cell_mix = inv_1 (816), ha_1 (608), nand2_1 (591), fa_1 (512), o21ai_0 (421)
logic_area_mm2 = 0.0348
layout_top_cell = inv_1
finalNonFillerCells = 6805
seqCellArea_mm2 = 0.00937
regMostFlops = data_acc
largest_reg_flops = 320
layout-drive-gt1-share_pct = 8.32

[run]
maxCapViolations = 0
warning_count = 82

[placed_design]
numPortBuffers = 56
gp_congestion = 1.06
placed_cells = 6728
pre_cts_slack_ns = 11.93
dp_hpwl_um = 126000

[hold_path]
hold_class = flop to flop
==> path summary, 6_finish.rpt <==
check / startpoint / endpoint / slack (ns) / cells past startpoint
max in group asynchronous: i_rst_n / data_acc[80] / 15.52 / 3
setup / recovery: data_a[15] / o_data_reg[13] / 11.79 / 25
hold reg to reg: data_acc[266] / data_acc[266] / 0.48 / 2
hold / removal: data_acc[266] / data_acc[266] / 0.48 / 2
min in group asynchronous: i_rst_n / data_b[4] / 3.61 / 1
setup reg to reg: data_a[15] / o_data_reg[13] / 11.79 / 25
==> cells in the mapped netlist, types with 49 or more instances <==
master / n / area share [%]
a21o_1: 54 / 0.84
mux2i_1: 49 / 1.0
fa_1: 512 / 21
mux2_2: 89 / 2.1
ha_1: 608 / 16
inv_1: 817 / 6.4
xor2_1: 51 / 0.93
nor2_1: 242 / 1.9
nor3_1: 57 / 0.59
dfrtp_1: 374 / 19
mux4_2: 101 / 4.7
o21ai_0: 422 / 4.4
a21oi_1: 220 / 2.3
clkbuf_1: 197 / 1.5
a211oi_1: 52 / 0.81
nand3_1: 57 / 0.59
nand2_1: 591 / 4.6
xnor2_1: 102 / 1.9
==> layer usage <==
metal	up-vias	wire [um]	GRT usage, %
met4	2	6060	8.40
li1	17500	-	-
met2	1486	71700	42.2
met1	18900	68100	41.3
met3	271	15500	9.49
met5	-	11	0
==> layout make-up <==
type                       count  share of cell area (%)
multi-input combinational   3753                    66.6
sequential                   374                    18.0
inverter                     829                    5.96
tap                         1600                    3.83
timing repair buffer         172                    2.81
clock buffer                  57                    2.35
clock inverter                19                   0.486
antenna                        1                 0.00479
==> worst reg2reg max path: stages, from the launching register on <==
cell and delay [ns]:
dfrtp_2 0.66, buf_4 0.55, inv_1 0.14, nor2_1 0.27, inv_1 0.11, fa_1 0.54, inv_1 0.17, fa_1 0.86
inv_1 0.13, fa_1 0.54, inv_1 0.05, fa_1 0.47, fa_1 0.53, fa_1 0.50, ha_1 0.36, and3_1 0.20
nand4_1 0.17, a2111oi_1 0.66, o311ai_0 0.31, o31a_1 0.17, a2111oi_2 0.40, a311oi_1 0.15, buf_4 0.20, a211o_1 0.31
a2111oi_0 0.56, a21oi_1 0.13
==> kinds of logic (layout without fill, tap and decap cells) <==
group | Yosys count | in the layout | synth area share (%)
compound gates | 1082 | 1082 | 13.9
xor+xnor | 153 | 153 | 2.79
fa+ha+maj | 1120 | 1120 | 37.1
buf+inv | 1058 | 1077 | 8.28
flops | 374 | 374 | 19.5
mux | 239 | 239 | 7.83
other cells | 0 | 1 | 0
simple gates | 1159 | 1159 | 10.7
==> metrics by stage <==
step           utilization (%)  instance area [um^2]
6_report                  44.0                 52200
3_3_place_gp              42.7                 50700
3_5_place_dp              42.7                 50700
2_1_floorplan                -                 48100
5_1_grt                   44.0                 52200
4_1_cts                   44.0                 52200
