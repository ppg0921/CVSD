[run.sh]
#!/bin/bash
# OpenROAD 26Q1-2900-gdf79404cd8, Yosys 0.63+post, stock flow scripts
make -C /OpenROAD-flow-scripts/flow DESIGN_CONFIG=/design/flow/config.mk WORK_HOME=/design/flow/orfs finish
[config.mk]
export PLATFORM = sky130hd
export DESIGN_NAME = ALU
export DESIGN_NICKNAME = ALU
export VERILOG_FILES = /design/flow/design.v
export SDC_FILE = /design/flow/constraint.sdc
export NUM_CORES = 4
export LEC_CHECK = 1
export CORE_UTILIZATION = 50
export SYNTH_HDL_FRONTEND = slang
[constraint.sdc]
current_design ALU

set clk_period 11.0
set clk_io_pct 0.2

create_clock -name clk0 -period $clk_period [get_ports {i_clk}]

set non_clock_inputs [all_inputs -no_clocks]
set_input_delay [expr $clk_period * $clk_io_pct] -clock clk0 $non_clock_inputs
set_output_delay [expr $clk_period * $clk_io_pct] -clock clk0 [all_outputs]
[design.v]
module ALU #(
	parameter DATA_WIDTH = 32,
	parameter EXP_WIDTH = 8,
	parameter MAN_WIDTH = 23
) (
	input i_clk,
	input i_rst_n,
	input i_valid,
	input signed [DATA_WIDTH-1: 0] i_data_a,
	input signed [DATA_WIDTH-1: 0] i_data_b,
	input [2:0] i_ALUOp,
	input [1:0] i_ALUctrl,
	output [DATA_WIDTH-1: 0] o_data,
	output o_comp,
	output o_invalid,
	output o_done
);
	localparam ALU_ADD = 3'd0;
	localparam ALU_SUB = 3'd1;
	localparam ALU_SL = 3'd2;
	localparam ALU_SR = 3'd3;
	localparam ALU_FADD = 3'd4;
	localparam ALU_FSUB = 3'd5;
	localparam ALU_FCLASS = 3'd6;
	localparam ALU_FLESS = 3'd7;
	localparam S_IDLE = 3'd0;
	localparam S_SHIFT = 3'd1;
	localparam S_OUT = 3'd2;
	localparam S_INVALID = 3'd3;
	reg [2:0] state, state_nxt;
	reg signed [DATA_WIDTH: 0] o_data_reg, o_data_nxt, o_data_tmp;
	reg o_comp_reg, o_comp_nxt;
	reg [49:0] mant_sum, mant_sum_nxt, mant_sum_tmp;
	reg result_sign, result_sign_nxt;
	reg [8:0] exp_result, exp_result_nxt;
	reg shift_done, invalid, overflow;
	wire sign_a, sign_b;
	wire [7:0] exp_a, exp_b, exp_diff, exp_bigger;
	wire [48:0] mant_a, mant_b;
	reg [48:0] mant_a_shifted, mant_b_shifted;
	reg sticky;
	wire INFNaN, abzero;
	assign sign_a = i_data_a[DATA_WIDTH-1];
	assign sign_b = (i_ALUOp == ALU_FSUB)? ~i_data_b[DATA_WIDTH-1]: i_data_b[DATA_WIDTH-1];
	assign exp_a = i_data_a[30:23];
	assign exp_b = i_data_b[30:23];
	assign exp_diff = (exp_a > exp_b) ? (exp_a - exp_b) : (exp_b - exp_a);
	assign exp_bigger = (exp_a > exp_b)? exp_a: exp_b;
	assign mant_a = (exp_a == 8'b0)? {i_data_a[22:0], 1'b0, 25'b0} : {1'b1, i_data_a[22:0], 25'b0};  
	assign mant_b = (exp_b == 8'b0)? {i_data_b[22:0], 1'b0, 25'b0} : {1'b1, i_data_b[22:0], 25'b0};  
	assign INFNaN = (i_ALUOp == ALU_FADD || i_ALUOp == ALU_FSUB || i_ALUOp == ALU_FLESS) && ((exp_a == 8'b11111111) || (exp_b == 8'b11111111));
	assign abzero = (i_ALUOp == ALU_FADD || i_ALUOp == ALU_FSUB) && ((i_data_a[DATA_WIDTH-2:0] == {(DATA_WIDTH-1){1'b0}}) || (i_data_b[DATA_WIDTH-2:0] == {(DATA_WIDTH-1){1'b0}}));
	assign o_invalid = (state == S_INVALID);
	assign o_data = o_data_reg[DATA_WIDTH-1:0];
	assign o_done = (state == S_OUT || state == S_INVALID);
	assign o_comp = o_comp_reg;
	integer j;
	always @(*) begin
		state_nxt = state;
		case(state)
			S_IDLE: begin
				if(i_valid) begin
					if((i_ALUOp == ALU_FADD || i_ALUOp == ALU_FSUB) && !INFNaN && !abzero) begin	 
						state_nxt = S_SHIFT;
					end
					else
						state_nxt = S_OUT;
					if(overflow || INFNaN)
						state_nxt = S_INVALID;
				end
			end
			S_SHIFT: begin
				if(shift_done) begin
					state_nxt = S_OUT;
				end
				if(overflow)
					state_nxt = S_INVALID;
			end
			S_INVALID: begin
				state_nxt = S_IDLE;
			end
			S_OUT: begin
				state_nxt = S_IDLE;
			end
		endcase
	end
	always @(*) begin
		sticky = 0;
		if(exp_a >= exp_b) begin
			if(exp_diff > 25 && exp_diff < 48) begin
				sticky = |(mant_b << (49-exp_diff));
			end
			else if(exp_diff >= 48) begin
				sticky = |mant_b;
			end
			mant_a_shifted = mant_a;
			mant_b_shifted = (mant_b >> exp_diff) | {{48'b0}, sticky};
		end
		else begin
			if(exp_diff > 25 && exp_diff < 48) begin
				sticky = |(mant_a << (49-exp_diff));
			end
			else if(exp_diff >= 48) begin
				sticky = |mant_a;
			end
			mant_a_shifted = (mant_a >> exp_diff) | {{48'b0}, sticky};
			mant_b_shifted = mant_b;
		end
	end
	always @(*) begin
		o_data_nxt = o_data_reg;
		overflow = 0;
		o_comp_nxt = o_comp_reg;
		result_sign_nxt = result_sign;
		shift_done = 0;
		mant_sum_nxt = mant_sum;
		mant_sum_tmp = mant_sum;
		exp_result_nxt = exp_result;
		if(i_valid && state == S_IDLE) begin
			o_comp_nxt = 0;
			case(i_ALUOp)
				ALU_ADD: begin
					o_data_nxt = i_data_a + i_data_b;
					if((i_data_a[DATA_WIDTH-1] == i_data_b[DATA_WIDTH-1]) && (i_data_a[DATA_WIDTH-1] != o_data_nxt[DATA_WIDTH-1])) begin
						overflow = 1;
					end
					else if(i_ALUctrl == 2 && (o_data_nxt > 8191 || o_data_nxt < 4096)) begin	 
						overflow = 1;
					end
				end
				ALU_SUB: begin
					o_data_nxt = i_data_a - i_data_b;
					if(i_ALUctrl == 0) begin
						o_comp_nxt = (o_data_nxt == 0)? 1:0;
					end
					else if(i_ALUctrl == 1) begin
						if(i_data_a[DATA_WIDTH-1] == i_data_b[DATA_WIDTH-1]) begin	 
							if(o_data_nxt[DATA_WIDTH-1] == 1)	 
								o_comp_nxt = 1;
						end
						else if(i_data_a[DATA_WIDTH-1] == 1 && i_data_b[DATA_WIDTH-1] == 0)  
							o_comp_nxt = 1;
					end
					else begin	 
						if((i_data_a[DATA_WIDTH-1] != i_data_b[DATA_WIDTH-1]) && i_data_a[DATA_WIDTH-1] != o_data_nxt[DATA_WIDTH-1]) begin
							overflow = 1;
						end
					end
				end
				ALU_SL: begin
					o_data_nxt = i_data_a << $unsigned(i_data_b);
				end
				ALU_SR: begin
					o_data_nxt = $unsigned(i_data_a) >> $unsigned(i_data_b);
				end
				ALU_FADD, ALU_FSUB: begin
					if(i_data_a[DATA_WIDTH-2:0] == {(DATA_WIDTH-1){1'b0}}) begin
						if(i_data_b[DATA_WIDTH-2:0] == {(DATA_WIDTH-1){1'b0}})	 
							o_data_nxt = {(DATA_WIDTH-1){1'b0}};
						else
							o_data_nxt = {sign_b, i_data_b[30:0]};
						shift_done = 1;
					end
					else if(i_data_b[DATA_WIDTH-2:0] == {(DATA_WIDTH-1){1'b0}}) begin
						o_data_nxt = i_data_a;
						shift_done = 1;
					end
					else if(!INFNaN) begin
						if (sign_a == sign_b) begin  
							mant_sum_tmp = mant_a_shifted + mant_b_shifted;
							result_sign_nxt = sign_a;
						end
						else begin  
							if (mant_a_shifted > mant_b_shifted) begin
								mant_sum_tmp = mant_a_shifted - mant_b_shifted;
								result_sign_nxt = sign_a;
							end else begin
								mant_sum_tmp = mant_b_shifted - mant_a_shifted;
								result_sign_nxt = sign_b;
							end
    				end
						if(mant_sum_tmp[49] == 1'b1) begin
							exp_result_nxt = exp_bigger + 1;
							mant_sum_nxt = mant_sum_tmp >> 1;
							if(exp_result_nxt == 255) begin
								overflow = 1;
							end
						end
						else if (mant_sum_tmp == 0)	begin 
							exp_result_nxt = 0;
							mant_sum_nxt = 0;
							shift_done = 1;
							o_data_nxt = {(DATA_WIDTH-1){1'b0}};
						end
						else begin
							exp_result_nxt = exp_bigger;
							mant_sum_nxt = mant_sum_tmp;
						end
					end
				end
				ALU_FCLASS: begin
					if(exp_a == 255 && mant_a != 0) o_data_nxt = 4'b1000;
					else if(sign_a == 0) begin  
						if(exp_a > 0 && exp_a < 255) o_data_nxt = 4'b0110;
						else if(exp_a == 255 && mant_a == 0) o_data_nxt = 4'b0111;
						else if(exp_a == 0 && mant_a == 0) o_data_nxt = 4'b0100;
						else o_data_nxt = 4'b0101;
					end
					else begin	 
						if(exp_a > 0 && exp_a < 255) o_data_nxt = 4'b0001;
						else if(exp_a == 255 && mant_a == 0) o_data_nxt = 4'b0000;
						else if(exp_a == 0 && mant_a == 0) o_data_nxt = 4'b0011;
						else o_data_nxt = 4'b0010;
					end
				end
				ALU_FLESS: begin
					o_comp_nxt = 0;
					if((i_data_a[DATA_WIDTH-2:0] == {(DATA_WIDTH-1){1'b0}}) && (i_data_b[DATA_WIDTH-2:0] == {(DATA_WIDTH-1){1'b0}}))
						o_comp_nxt = 0;
					else if(sign_a == 1 && sign_b == 0) begin	 
						o_comp_nxt = 1;
					end
					else if(sign_a == 0 && sign_b == 1) begin  
						o_comp_nxt = 0;
					end
					else if(sign_a == 0 && sign_b == 0) begin	 
						if(exp_a < exp_b || (exp_a == exp_b && mant_a < mant_b)) begin
							o_comp_nxt = 1;
						end
					end
					else if(sign_a == 1 && sign_b == 1) begin	 
						if(exp_a > exp_b || (exp_a == exp_b && mant_a > mant_b)) begin
							o_comp_nxt = 1;
						end
					end
				end
			endcase
		end
		else if(state == S_SHIFT) begin
			if(mant_sum == 0) begin	 
				shift_done = 1;
			end
			else if(exp_result == 0) begin	 
				shift_done = 1;
			end
			else if(mant_sum[48] == 1) begin	 
				shift_done = 1;
			end
			else if(exp_result >= 1) begin		 
				mant_sum_nxt = mant_sum << 1;
				exp_result_nxt = exp_result - 1;
			end
			if(shift_done) begin  
				if(exp_result == 0) begin		 
					if({mant_sum[25], {|mant_sum[24:0]}} == 2'b11 || mant_sum[26:25] == 2'b11) begin	 
						mant_sum_nxt = (mant_sum + (1'b1 << 25)) >> 1;
						if(mant_sum_nxt[48] == 1) begin
							exp_result_nxt = 1;
						end
					end
					else begin
						mant_sum_nxt = mant_sum >> 1;
					end
				end
				else if({mant_sum[24], {|mant_sum[23:0]}} == 2'b11 || mant_sum[25:24] == 2'b11) begin	 
					mant_sum_tmp = mant_sum + (1'b1 << 24);
					if(mant_sum_tmp[49] == 1) begin
						if(exp_result == 254) begin
							overflow = 1;
						end
						else begin
							exp_result_nxt = exp_result + 1;
							mant_sum_nxt = mant_sum_tmp >> 1;
						end
					end
					else
						mant_sum_nxt = mant_sum_tmp;
				end
				if(exp_result_nxt == 0 && mant_sum_nxt == 0)
					o_data_nxt = {(DATA_WIDTH-1){1'b0}};
				else
					o_data_nxt = {result_sign, exp_result_nxt[7:0], mant_sum_nxt[47:25]};
			end
		end
	end
	always @(posedge i_clk or negedge i_rst_n) begin
		if(!i_rst_n) begin
			state <= S_IDLE;
			o_data_reg <= 0;
			mant_sum <= 0;
			o_comp_reg <= 0;
			result_sign <= 0;
			exp_result <= 0;
		end
		else begin
			state <= state_nxt;
			o_data_reg <= o_data_nxt; 
			mant_sum <= mant_sum_nxt;
			result_sign <= result_sign_nxt;
			exp_result <= exp_result_nxt;
			o_comp_reg <= o_comp_nxt;
		end
	end
endmodule
==> reports/qor.csv <==
stage;metric;value;unit
run_status;outcome;completed;
worst_setup_path;end_kind;flop;
yosys;yosysWarnings;0;
routing;wl_met2;70100;um
routing;wl_met1;63100;um
worst_setup_path;r2r_cells;21;
worst_setup_path;slowest_stage;a2111oi_0;
run;warnings;122;
clock_network;clock-root-buffer;clkbuf_16;
run;drv_cap;0;
routing;top_layer;met5;
global_routing;grt_pass1_vias;40800;
routing;ant_nets;0;
yosys;edf_count;0;
global_routing;grt_use_total;0.531;
yosys;ys_async_sr_fraction;1.00;
worst_hold_path;hold_class;flop to flop;
clock_network;clkTransAtPathRegs;0.08;ns
placed_design;dp_hpwl;141000;um
routing;wl_met3;25500;um
layout;design_area;40600;um^2
worst_setup_path;rr_endpoint;o_data_reg[24];
layout;final_cells;6421;
yosys;ys_types;117;
floorplan;fp_util;0.504;
placed_design;gp_congestion;1.22;
final_timing;slew_headroom;0.195;
yosys;syn_avg_cell_area;6.53;um^2
layout;regArea;2430;um^2
floorplan;io_pins;107;
final_timing;slew_viol_final;0;
layout;layout.area.comb;28300;um^2
floorplan;rows;93;
yosys;yosys_area;32500;um^2
worst_hold_path;hold_start;o_data_reg[9];
layout;final_util;0.630;
power_and_ir_drop;p_leak;17.5;nW
worst_setup_path;crit_arrival;11.15;ns
yosys;synth_flops;97;
yosys;synth-main-ff-cell;dfrtp_1;
final_timing;post-route-min-period;10.90;ns
global_routing;antenna_found_initial;6;
routing;drt-total-wl;176000;um
global_routing;grt_max_degree;73;
final_timing;max_freq;0.0917;GHz
placed_design;dp_cells;6381;
worst_hold_path;worstHoldPathCells;1;
floorplan;dieWidth;257;um
clock_network;cts_buffers;9;
worst_setup_path;required;11.25;ns
final_timing;finalSetupViolations;0;
layout;drive_gt1_frac;0.212;
clock_network;clock_latency;0.36;ns
placed_design;dpl-instance-area;39400;um^2
layout;area_delta_synth_final;25.0;%
clock_network;cts_max_level;3;
routing;num_vias;44400;
routing;drtPass1Iterations;10;
routing;drt-initial-drc-count;6510;
global_routing;grt_overflow;0;
layout;largest_reg_flops;50;
clock_network;cts_tree;yes;
final_timing;skew;0.00871;ns
floorplan;chipArea;65900;um^2
placed_design;port_buffers;106;
power_and_ir_drop;ir_worst_vdd;207;uV
yosys;yosys-stat-cells;4969;
floorplan;die_h;257;um
yosys;ys_seq_frac;0.0748;
power_and_ir_drop;power_density;128;nW/um^2
final_timing;hold_viol_final;0;
worst_setup_path;critPathMaxFanout;16;
routing;drc;0;
routing;wl_per_cell;27.4;um
worst_setup_path;r2r_setup_slack;3.59;ns
global_routing;grt_pass1_wl;259000;um
worst_setup_path;path_common_cell;buf_4;
yosys;syn_inst;4969;
clock_network;clockBufferDepth;2;
layout;fillers;5920;
worst_hold_path;hold_path_end;o_data_reg[9];
clock_network;cts.sinks;97;
routing;vias_per_cell;6.91;
worst_setup_path;cp_slowest_stage_delay;0.95;ns
final_timing;tightestPinTransition;1.18;ns
worst_setup_path;cp-start-kind;primary input;
final_timing;period_used_share;0.991;
yosys;syn_area;32500;um^2
worst_setup_path;critPathKind;primary input to flop;
worst_setup_path;rr_startpoint;mant_sum[26];
floorplan;core-area;64300;um^2
[cells in the final DEF (no fill, tap or decap), types with 99 or more instances in the layout]
| cell type | n |
|---|---|
| a21oi_1 | 469 |
| buf_4 | 821 |
| clkdlybuf4s50_1 | 99 |
| ha_1 | 201 |
| inv_1 | 220 |
| mux2i_1 | 116 |
| nand2_1 | 507 |
| nand3_1 | 157 |
| nor2_1 | 606 |
| nor3_1 | 144 |
| o21ai_0 | 301 |
| xnor2_1 | 111 |
[area by class of cell]
cell class / count / share of cell area
antenna: 3 / 0.000185
clock buffer: 9 / 0.00555
clock inverter: 7 / 0.00241
inverter: 234 / 0.0217
multi-input combinational: 4274 / 0.698
sequential: 97 / 0.0599
tap: 855 / 0.0264
timing repair buffer: 942 / 0.186
[per-layer routing]
layer,global-route usage,vias to the layer above
met5,0.0139,-
li1,-,19800
met3,0.194,927
met4,0.385,12
met1,0.666,20100
met2,0.746,3591
[how the worst max path moves through the flow]
stage | slack [ns] | startpoint | end | depth (start not counted)
after CTS | 0.0008 | i_data_a[23] | o_data_reg[10] | 39
final | 0.1 | i_data_b[25] | o_data_reg[1] | 34
after global routing | -0.1 | i_data_b[25] | o_data_reg[10] | 40
[stage by stage]
stage	TNS (ns)	hold slack, ns	total power (W)	setup slack (ns)
CTS	0	0.525	0.00490	0.000826
detailed placement	-36.05	0.504	0.00453	-0.865
floorplan	0	0.454	0.00251	0.0192
global placement	-41.69	0.499	0.00454	-0.984
finish	0	0.526	0.00521	0.0997
global route	-2.51	0.539	0.00541	-0.0950
[what timing repair did]
| action | 4_1_cts | 5_1_grt |
|---|---|---|
| setup endpoints to repair | 41 | 72 |
| endpoints found under the hold margin | 0 | 0 |
| setup buffers | 2 | 19 |
| resized | 10 | 113 |
| hold buffers | 0 | 0 |
| pin swaps | 1 | 24 |
[cells by family (layout without fill, tap and decap cells)]
family	Yosys count	after routing	synth area share
AND-OR/OR-AND	1752	1752	0.360
XOR/XNOR	153	153	0.0413
adder cells (fa/ha/maj)	214	214	0.0837
buffers and inverters	598	1192	0.0744
flip-flops	97	97	0.0748
multiplexers	207	207	0.0810
other	0	3	0
AND/OR/NAND/NOR	1948	1948	0.285
[cell usage after synthesis (all sizes together) (16+ instances only)]
| library cell | count | area (um^2) |
|---|---|---|
| mux2 | 54 | 724 |
| xnor2 | 113 | 990 |
| a221oi | 48 | 450 |
| a21oi | 485 | 2460 |
| o31a | 17 | 149 |
| o21bai | 65 | 488 |
| o221ai | 19 | 173 |
| or4 | 25 | 188 |
| a21boi | 23 | 173 |
| clkbuf | 268 | 1010 |
| nand4 | 80 | 507 |
| a211oi | 88 | 701 |
| a32oi | 22 | 200 |
| o32ai | 16 | 163 |
| a2111oi | 26 | 248 |
| nand2b | 48 | 300 |
| nand2 | 512 | 1930 |
| a311oi | 20 | 210 |
| a31oi | 91 | 569 |
| xor2 | 40 | 350 |
| o211ai | 92 | 701 |
| o21ai | 336 | 1710 |
| inv | 225 | 845 |
| ha | 209 | 2620 |
| or2 | 38 | 238 |
| o31ai | 43 | 337 |
| mux2i | 124 | 1250 |
| a211o | 19 | 166 |
| dfrtp | 96 | 2400 |
| and3 | 56 | 350 |
| and2 | 27 | 169 |
| buf | 96 | 529 |
| mux4 | 29 | 653 |
| nor3 | 169 | 932 |
| a21o | 65 | 488 |
| a22oi | 42 | 320 |
| nor2 | 623 | 2350 |
| nor2b | 32 | 200 |
| o22ai | 67 | 432 |
| nor4 | 76 | 533 |
| nand3 | 160 | 801 |
| o21a | 35 | 263 |
| or3 | 53 | 332 |
[report_power, final]
part           total (W)  internal [W]  leakage [nW]  switching (W)
sequential      0.000356      0.000356          1.33              0
combinational    0.00451       0.00182          16.0        0.00268
clock           0.000348      0.000185         0.159       0.000163
[worst max-delay path, delay by kind of cell]
kind                     cells  cell delay (ns)
AND-OR/OR-AND               11             3.35
adder cells (fa/ha/maj)      2             0.82
multiplexers                 1             0.30
XOR/XNOR                     1             0.18
buffers and inverters        8             1.89
AND/OR/NAND/NOR             11             2.40
Power figures rest on the tool's default switching activity, not on a simulated workload.
